### design/flow/config.mk
export PLATFORM = sky130hd
export DESIGN_NAME = baud_rate_generator
export DESIGN_NICKNAME = baud_rate_generator
export VERILOG_FILES = /design/flow/design.v
export SDC_FILE = /design/flow/constraint.sdc
export NUM_CORES = 4
export LEC_CHECK = 1
export CORE_AREA = 10 10 70 70
export DIE_AREA = 0 0 80 80
### design/flow/constraint.sdc
current_design baud_rate_generator

set clk_period 2.7
set clk_io_pct 0.2

create_clock -name clk0 -period $clk_period [get_ports {clk}]

set non_clock_inputs [all_inputs -no_clocks]
set_input_delay [expr $clk_period * $clk_io_pct] -clock clk0 $non_clock_inputs
set_output_delay [expr $clk_period * $clk_io_pct] -clock clk0 [all_outputs]
### design/flow/design.v
`timescale 1ns / 1ps
module baud_rate_generator #(parameter N=10, COUNT=651)( 
    input clk, rst,
    output tick
    );
    reg [N-1:0]  count_value;
    wire [N-1:0] count_next;
    always @(posedge clk or posedge rst) begin
        if(rst) count_value <= 0;
        else    count_value <= count_next;
    end
    assign count_next = (count_value == (COUNT-1)) ? 0 : (count_value + 1);
    assign tick = (count_value == (COUNT-1)) ? 1'b1 : 1'b0;
endmodule
### design/flow/run.sh
#!/bin/bash
# OpenROAD 26Q1-2900-gdf79404cd8, Yosys 0.63+post, stock flow scripts
make -C /OpenROAD-flow-scripts/flow DESIGN_CONFIG=/design/flow/config.mk WORK_HOME=/design/flow/orfs finish
==> reports/qor.csv <==
metric,value,unit
met1 usage,4.42,%
Critical Path AT,2.00,ns
first-pass GRT wire length,1.70,mm
post-synthesis sequential element count,10,
"Seq share, synth",47.4,%
core area,3420,µm²
Setup Buffers After CTS,0,
Worst Path Required,2.16,ns
number of diodes,0,
Max H-tree Level,1,
max FFs per register,10,
max_slew headroom,74.4,%
yosys stat area,528,µm²
ys cells,47,
grt met2 use,4.49,%
drt drc,0,
crit path max fanout,4,
Pre-Place Util,15.5,%
"Reg clk slew, reported paths",0.07,ns
Logic pwr share,1.5,%
part of the power in registers,52.1,%
placer congestion estimate,0.789,
Root Buffer,clkbuf_4,
GR Util met3,1.36,%
Flop area,250,µm²
tool warning count,26,
Largest Register,count_value,
crit end category,output port,
Crit Path Class,flip-flop to output port,
Post-Route WL,968,µm
chip height,80,µm
Die X,80,µm
pwr dens,441,nW/µm²
Max Clock Freq,393,MHz
Worst setup SP type,flip-flop,
Worst Skew,0.00205,ns
VDD IR-drop max,0.178,mV
Leakage,0.000255,µW
min-delay worst type,flip-flop to flip-flop,
fin crit share,94.3,%
synthesized area,528,µm²
P&R area growth vs syn,23.5,%
yosys warns,1,
cts repair resizes,0,
die area,6400,µm²
largest net degree at the start of global routing,11,
clock sink count,10,
initial antenna violation count,0,
TritonCTS clock tree,yes,
Pre-antenna DRT Iters,4,
io pins,3,
setup total negative slack,0,ns
gr ovfl total,0,
Largest regs,count_value x10,
vias,375,
slew at the pin closest to its max-slew limit,0.383,ns
status,finished clean,
Skew-Pair Late Insertion Delay,0.26,ns
CTS Buf Count,3,
DRT antenna net count,0,
clock buffer depth,2,
Hold Worst Slack,0.485,ns
Site Rows,21,
routed len/inst,9.68,µm
fin. max-slew vios,0,
internal power,233,µW
layout cells sized above 1,22.2,%
GRT busiest layer,met2,
Post-Syn Area per Cell,11.2,µm²
max-cap violation count,0,
fill count,390,
RSZ-0062 raised after global routing,false,
drt via density,3.75,
switch share,18.9,%
Clock power frac,46.4,%
cells after synthesis,47,
crit path time final,2.54,ns
multi-input logic area,269,µm²
Final Hold Violation Tally,0,
global-route usage over all layers,3.22,%
IO Port Bufs,2,
Psw,54.3,µW
hold-fix buffer count after cts,0,
DP HPWL,702,µm
Setup-failing EPs final,0,
vias in the first global route,380,
DR iter-0 viols,9,
"Distinct cells, synth",23,
final cells by class:
type / instances / area share, %
Sequential cell: 10 / 38.4
Clock buffer: 4 / 5.57
Inverter: 3 / 1.73
Timing Repair Buffer: 3 / 4.22
Multi-Input combinational cell: 34 / 41.3
Tap cell: 46 / 8.83
per-layer routing:
layer,vias to the layer above,part of all wire [%]
met1,186,52
met2,3,43
met3,2,2.6
met4,0,1.4
met5,-,0
li1,184,-
cell usage after synthesis (all sizes together):
library cell	instances	area [µm²]
a21oi	1	8.76
and4	1	10.0
dfrtp	10	250
ha	2	25.0
inv	3	11.3
nand2	2	7.51
nand3	4	20.0
nand4	2	18.8
nand4bb	1	11.3
nor2	5	18.8
nor2b	1	6.26
nor3	1	16.3
o211ai	1	7.51
o2bb2ai	1	8.76
o31ai	1	7.51
o41ai	1	8.76
or2b	1	8.76
or3b	1	8.76
or4	1	11.3
or4b	1	10.0
xnor2	5	43.8
xor2	1	8.76
metrics by stage:
stage	util [%]	total power [µW]	instances	worst slack, ns	instance area (µm²)
2_1_floorplan	-	155	47	0.886	528
3_3_place_gp	17.9	157	96	0.375	613
3_5_place_dp	17.9	157	96	0.370	613
4_1_cts	19.0	293	100	0.0463	649
5_1_grt	19.1	309	100	0.0532	652
6_report	19.1	287	100	0.155	652
placed cells by master, fill, tap and decap left out:
| cell | n |
|---|---|
| nand4_2 | 1 |
| o211ai_1 | 1 |
| or3b_4 | 1 |
| o41ai_1 | 1 |
| ha_1 | 2 |
| nand3_1 | 4 |
| o2bb2ai_1 | 1 |
| nor3_4 | 1 |
| or4_4 | 1 |
| xor2_1 | 1 |
| nand4bb_1 | 1 |
| a21oi_2 | 1 |
| inv_1 | 3 |
| nor2_1 | 5 |
| clkbuf_4 | 3 |
| clkbuf_8 | 1 |
| nand4_1 | 1 |
| or2b_2 | 1 |
| dfrtp_1 | 10 |
| o31ai_1 | 1 |
| clkdlybuf4s50_1 | 2 |
| nor2b_1 | 1 |
| and4_2 | 1 |
| or4b_1 | 1 |
| buf_4 | 1 |
| xnor2_1 | 5 |
| nand2_1 | 2 |
cells by family after synthesis:
kind of cell	count (synthesis)	synth area share, %
adder cells (fa/ha/maj)	2	4.74
XOR/XNOR	6	9.95
flip-flops	10	47.4
AND-OR/OR-AND	5	7.82
buffers and inverters	3	2.13
AND/OR/NAND/NOR	21	28.0
path summary, 6_finish.rpt:
check / startpoint / to / slack [ns] / cells past startpoint
setup / recovery: count_value[0] / tick / 0.16 / 5
hold / removal: count_value[0] / count_value[0] / 0.49 / 1
setup reg to reg: count_value[0] / count_value[2] / 1.13 / 6
hold reg to reg: count_value[0] / count_value[0] / 0.49 / 1
max in group asynchronous: rst / count_value[9] / 1.88 / 2
min in group asynchronous: rst / count_value[1] / 0.55 / 2
worst max-delay path, stage by stage, from the launching register on:
cell	delay [ns]
dfrtp_1	0.41
inv_1	0.08
ha_1	0.13
or3b_4	0.40
nor3_4	0.23
clkdlybuf4s50_1	0.50
power by group through the flow:
| stage | clock [µW] | combinational (µW) | sequential (µW) |
|---|---|---|---|
| finish | 133 | 4.28 | 150 |
| global route | 154 | 4.88 | 150 |
| CTS | 139 | 4.51 | 150 |
No activity file was given, so power comes from the tool's default toggle rates.
