**flow/config.mk**
```make
export PLATFORM = sky130hd
export DESIGN_NAME = uart_transmitter
export DESIGN_NICKNAME = uart_transmitter
export VERILOG_FILES = /design/flow/design.v
export SDC_FILE = /design/flow/constraint.sdc
export NUM_CORES = 4
export LEC_CHECK = 1
export CORE_AREA = 10 10 90 90
export DIE_AREA = 0 0 100 100
```
**flow/constraint.sdc**
```tcl
current_design uart_transmitter

set clk_period 4.3
set clk_io_pct 0.2

create_clock -name clk0 -period $clk_period [get_ports {clk}]

set non_clock_inputs [all_inputs -no_clocks]
set_input_delay [expr $clk_period * $clk_io_pct] -clock clk0 $non_clock_inputs
set_output_delay [expr $clk_period * $clk_io_pct] -clock clk0 [all_outputs]
```
**flow/design.v**
```verilog
`timescale 1ns / 1ps
module uart_transmitter #(parameter DATA_BITS = 8, STOP_TICK = 16)  
    (
    input clk, rst,
    input tx_start,  
    input sample_tick,
    input [DATA_BITS-1:0] data_in,
    output reg tx_done,
    output tx_data
    );
    localparam [1:0] idle  = 2'b00,
                     start = 2'b01,
                     data  = 2'b10,
                     stop  = 2'b11;
    reg [1:0] state, state_next;             
    reg [3:0] tick_reg, tick_next;           
    reg [2:0] nbits_reg, nbits_next;         
    reg [DATA_BITS-1:0] data_reg, data_next; 
    reg tx_reg, tx_next;                     
    always @(posedge clk or posedge rst) begin
        if (rst) begin
            state     <= idle;
            tick_reg  <= 0;
            nbits_reg <= 0;
            data_reg  <= 0;
            tx_reg    <= 1'b1;  
        end
        else begin
            state     <= state_next;
            tick_reg  <= tick_next;
            nbits_reg <= nbits_next;
            data_reg  <= data_next;
            tx_reg    <= tx_next;
        end
    end
    always @ (state, tick_reg, nbits_reg, data_reg, tx_reg, tx_start, sample_tick, data_in) begin
        state_next  = state;
        tick_next   = tick_reg;
        nbits_next  = nbits_reg;
        data_next   = data_reg;
        tx_next     = tx_reg;
        tx_done     = 1'b0;
        case (state)
            idle : begin
                tx_next = 1'b1;              
                if(tx_start) begin           
                    state_next = start;
                    tick_next  = 0;
                    data_next  = data_in;    
                end
            end
            start: begin
                tx_next = 1'b0;              
                if(sample_tick) begin
                    if(tick_reg == 15) begin     
                        state_next = data;
                        tick_next  = 0;
                        nbits_next = 0;
                    end
                    else tick_next = tick_reg + 1;
                end
            end
            data : begin
                tx_next = data_reg[0];                       
                if(sample_tick) begin
                    if(tick_reg == 15) begin
                        tick_next = 0;
                        data_next = data_reg >> 1;           
                        if(nbits_reg == (DATA_BITS-1))
                            state_next = stop;
                        else
                            nbits_next = nbits_reg + 1;
                    end
                    else tick_next = tick_reg + 1;
                end
            end
            stop : begin
                tx_next = 1'b1;      
                if(sample_tick) begin
                    if(tick_reg == (STOP_TICK-1)) begin
                        state_next = idle;
                        tx_done    = 1'b1;
                    end
                    else tick_next = tick_reg + 1;
                end
            end
        endcase
    end
    assign tx_data = tx_reg;
endmodule
```
**flow/run.sh**
```bash
#!/bin/bash
# OpenROAD 26Q1-2900-gdf79404cd8, Yosys 0.63+post, stock flow scripts
make -C /OpenROAD-flow-scripts/flow DESIGN_CONFIG=/design/flow/config.mk WORK_HOME=/design/flow/orfs finish
```
==> flow_metrics.env <==
# physical design summary
export IMPL_status="completed"
export IMPL_power_share_sequential=0.542
export IMPL_cts_sink_count=20
export IMPL_die_area_sq_um=10000
export IMPL_routedWlPerCell_um=12.0
export IMPL_ctsHoldBuffers=0
export IMPL_fill_cells=680
export IMPL_edf_count=0
export IMPL_crit_path_max_fanout=10
export IMPL_seq_area_sq_um=503
export IMPL_internal_power_uw=286
export IMPL_die_width_um=100
export IMPL_fmax_mhz=304
export IMPL_syn_area_sq_um=1030
export IMPL_io_buffers=13
export IMPL_netlist_instances=104
export IMPL_antenna_left=0
export IMPL_routed_wl_um=2320
export IMPL_place_inst=189
export IMPL_power_density_nw_per_um2=281
export IMPL_clkTransAtPathRegs_ns=0.08
export IMPL_cts_buffers_inserted=3
export IMPL_worst_skew_pair_late_latency_ns=0.25
export IMPL_critPathLaunchType="input port"
export IMPL_finalCritPeriodShare=0.765
export IMPL_wl_met2_um=1010
export IMPL_antenna_found_initial=0
export IMPL_worstHoldPathType="reg -> reg"
export IMPL_die_height_um=100
export IMPL_p_clk_frac=0.398
export IMPL_grt_max_degree=21
export IMPL_highest_layer="met4"
export IMPL_ys_area_sq_um=1030
export IMPL_max_cap_violations=0
export IMPL_postCtsSetupBuffers=0
export IMPL_drive_gt1_frac=0.0862
export IMPL_synthArstFlopShare=1.00
export IMPL_cts_tree="yes"
export IMPL_place_area_sq_um=1220
export IMPL_ff_type="dfrtp_1"
export IMPL_wl_met1_um=1210
export IMPL_drc=0
export IMPL_cts_root_buffer="clkbuf_8"
export IMPL_switching_share=0.204
export IMPL_switchingPower_uw=73.3
export IMPL_finalCriticalPeriod_ns=3.29
export IMPL_yosys_warnings=1
export IMPL_worst_pin_slew_ns=0.801
export IMPL_leakage_uw=0.000537
export IMPL_ctsResizeCount=0
export IMPL_hold_violations=0
export IMPL_vias_per_cell=4.23
export IMPL_largest_reg_flops=8
export IMPL_combGateArea_sq_um=480
export IMPL_first_iter_violations=48
export IMPL_cp_data_required_time_ns=3.44
export IMPL_ys_ff=20
export IMPL_finish_instance_area_sq_um=1280
export IMPL_areaGrowthSynthToFinish_pct=23.9
export IMPL_setup_viol=0
export IMPL_ios=14
export IMPL_tool_warnings=25
export IMPL_ys_cells=104
export IMPL_worstPathArrival_ns=2.43
export IMPL_synth_seq_share=0.487
export IMPL_finalMaxSlewViolations=0
export IMPL_gp_congestion=0.774
export IMPL_dp_hpwl_um=1670
export IMPL_core_area_sq_um=6280
export IMPL_slew_headroom=0.465
export IMPL_dp_slack_ns=0.995
export IMPL_rows=29
export IMPL_vias=816
export IMPL_synth_avg_cell_area_sq_um=9.94
export IMPL_dr_wl_met3_um=90
export IMPL_synthDistinctLibCells=31
export IMPL_grt_ovfl_total=0
export IMPL_h_tree_depth=1
export IMPL_fp_util=0.165
export IMPL_layoutNonFillerInstCount=193
export IMPL_finClkSkew_ns=0.00353
export IMPL_grt_pass1_vias=830
export IMPL_comb_power_share=0.061
export IMPL_endpoint_kind="output port"
export IMPL_setup_tns_final_ns=0
export IMPL_num_antenna_cells=0
export IMPL_grtUsageTotal=0.0461
export IMPL_rsz0062_at_grt="false"
export IMPL_layout_setup_ws_ns=1.01
export IMPL_ir_worst_vdd_mv=0.119
export IMPL_crit_type="in -> out"
export IMPL_cts_buffer_depth=2
export IMPL_grt_pass1_wl_um=3970
export IMPL_firstDrtPassIters=4
==> power by group through the flow <==
stage                 logic, uW  registers (uW)  clock network [uW]
final                      21.8             195                 143
after global routing       24.1             195                 157
after CTS                  22.3             195                 146
==> worst max-delay path, cell delays in order <==
cell and delay (ns):
clkdlybuf4s50_1 0.55, nand4_1 0.35, nor2_1 0.18, clkdlybuf4s50_1 0.48
==> cell families after synthesis <==
group / share of synthesized area
AOI/OAI and AO/OA: 0.262
adders and majority gates: 0.0363
buffers and inverters: 0.0484
DFF: 0.487
muxes: 0.0109
and+or+nand+nor: 0.156
==> path summary, 6_finish.rpt <==
check	start	end	slack, ns	cells after the start
max in group asynchronous	rst	nbits_reg[1]	2.75	2
min in group asynchronous	rst	data_reg[3]	1.05	2
worst min register to register	state[0]	state[2]	0.51	2
worst max-delay path	sample_tick	tx_done	1.01	4
worst max register to register	tick_reg[0]	data_reg[1]	2.48	5
worst min-delay path	state[0]	state[2]	0.51	2
==> final cells by class <==
| type | count | area share |
|---|---|---|
| Tap cell | 77 | 0.0753 |
| Sequential cell | 20 | 0.393 |
| Clock buffer | 4 | 0.0430 |
| Multi-Input combinational cell | 75 | 0.375 |
| Inverter | 4 | 0.0117 |
| Timing Repair Buffer | 13 | 0.102 |
==> cell usage after synthesis, types with 2 or more instances <==
master    count  area, sq um
dfrtp_1      18          450
nand2_1      13         48.8
o22ai_1      13         81.3
a21oi_1       9         45.0
a22o_1        6         52.6
nor2_1        5         18.8
inv_1         4         15.0
nand3_1       4         20.0
o21ai_0       4         20.0
ha_1          3         37.5
buf_6         2         22.5
clkbuf_1      2         7.51
dfstp_2       2         52.6
nand2b_1      2         12.5
==> metrics by stage <==
step / util / power, uW / hold WS (ns)
floorplan: - / 207 / 0.472
global placement: 0.195 / 220 / 0.495
global route: 0.204 / 377 / 0.530
finish: 0.204 / 359 / 0.511
CTS: 0.204 / 363 / 0.511
detailed placement: 0.195 / 221 / 0.499
==> per-layer routing <==
metal	global-route usage	vias up
met2	0.0707	12
li1	-	413
met1	0.0669	389
met5	0	-
met4	0.00652	0
met3	0.00972	2
==> cells in the final DEF (no fill, tap or decap) <==
cell,Yosys,final
nand3_1,4,4
a21oi_1,9,9
nand2b_1,2,2
a22o_1,6,6
o41ai_1,1,1
dfstp_2,2,2
o22ai_1,13,13
a21o_1,1,1
inv_1,4,4
o21ai_0,4,4
a2bb2oi_1,1,1
ha_1,3,3
o221ai_2,1,1
nor3_1,1,1
o22a_1,1,1
dfrtp_1,18,18
a41o_1,1,1
clkbuf_8,0,4
nand4_1,1,1
clkdlybuf4s50_1,0,13
and4_1,1,1
o21ai_1,1,1
nand3b_1,1,1
and2_1,1,1
mux2_2,1,1
and3_4,1,1
nor3_4,1,1
nand2_1,13,13
nor2_1,5,5
o31ai_1,1,1
Power figures rest on the tool's default switching activity, not on a simulated workload.
