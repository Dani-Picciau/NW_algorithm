**design/flow/run.sh**
```bash
#!/bin/bash
# OpenROAD 26Q1-2900-gdf79404cd8, Yosys 0.63+post, stock flow scripts
make -C /OpenROAD-flow-scripts/flow DESIGN_CONFIG=/design/flow/config.mk WORK_HOME=/design/flow/orfs finish
```
**design/flow/config.mk**
```make
export PLATFORM = sky130hd
export DESIGN_NAME = fifo_rx
export DESIGN_NICKNAME = fifo_rx
export VERILOG_FILES = /design/flow/design.v
export SDC_FILE = /design/flow/constraint.sdc
export NUM_CORES = 4
export LEC_CHECK = 1
export CORE_UTILIZATION = 50
```
**design/flow/constraint.sdc**
```tcl
current_design fifo_rx

set clk_period 3.7
set clk_io_pct 0.2

create_clock -name clk0 -period $clk_period [get_ports {clk}]

set non_clock_inputs [all_inputs -no_clocks]
set_input_delay [expr $clk_period * $clk_io_pct] -clock clk0 $non_clock_inputs
set_output_delay [expr $clk_period * $clk_io_pct] -clock clk0 [all_outputs]
```
**design/flow/design.v**
```verilog
`timescale 1ns / 1ps
module fifo_rx #(parameter DATA_SIZE = 8, ADDR_SIZE_EXP = 8 )(
    input  clk, rst,
    input  rd_from_fifo, wr_to_fifo,
    input  [DATA_SIZE-1:0] wr_data_in,
    output [DATA_SIZE-1:0] rd_data_out,
    output [ADDR_SIZE_EXP-1:0]address_out,
    output empty, full
    );
    reg [DATA_SIZE-1:0] mem [ADDR_SIZE_EXP-1:0];
    reg [DATA_SIZE-1:0] rd_data_out_nxt;
    reg [ADDR_SIZE_EXP-1:0] curr_wr_addr, curr_wr_addr_buff, next_wr_addr;
    reg [ADDR_SIZE_EXP-1:0] curr_rd_addr, curr_rd_addr_buff, next_rd_addr;
    reg fifo_full, fifo_empty, full_buff, empty_buff;
    wire write_en,read_en;
    always @(posedge clk)
        if(write_en) mem[curr_wr_addr] <= wr_data_in;
    assign rd_data_out = mem[curr_rd_addr];
    assign address_out = curr_rd_addr; 
    assign write_en = wr_to_fifo & (~fifo_full);
    assign read_en = rd_from_fifo & (~fifo_empty);
    always @(posedge clk or posedge rst)
        if (rst) begin
            curr_wr_addr <= 0;
            curr_rd_addr <= 0;
            fifo_full    <= 1'b0;  
            fifo_empty   <= 1'b1;  
        end
        else begin
            curr_wr_addr <= curr_wr_addr_buff;
            curr_rd_addr <= curr_rd_addr_buff;
            fifo_full    <= full_buff; 
            fifo_empty   <= empty_buff;
        end
    always @ (wr_to_fifo, rd_from_fifo, fifo_empty, fifo_full ) begin
        next_wr_addr = curr_wr_addr + 1;
        next_rd_addr = curr_rd_addr + 1;
		curr_wr_addr_buff = curr_wr_addr;
		curr_rd_addr_buff = curr_rd_addr;
		full_buff  = fifo_full;
		empty_buff = fifo_empty;
		case({wr_to_fifo, rd_from_fifo})
		  2'b01:  
		      if(~fifo_empty) begin                    
		          curr_rd_addr_buff = next_rd_addr;
		          full_buff = 1'b0;                    
		          if(next_rd_addr == curr_wr_addr)     
		              empty_buff = 1'b1; 
		      end
		  2'b10:  
		      if(~fifo_full) begin                      
		          curr_wr_addr_buff = next_wr_addr;
		          empty_buff = 1'b0;                    
		          if(next_wr_addr == curr_rd_addr)      
		              full_buff = 1'b1; 
		      end
		  2'b11:  
		      begin
		      curr_wr_addr_buff = next_wr_addr;
		      curr_rd_addr_buff = next_rd_addr;
		      end
		endcase
    end
    assign full  = fifo_full;
    assign empty = fifo_empty;
endmodule
```
==> run summary <==
Final GP Congestion = 0.948
Layout Cells excl Fill = 368
top-count cell post-synth = edfxtp_1
Power Internal = 2.25 mW
First DRT Iteration DRCs = 94
vias in the first global route = 2055
status = finished, final reports clean
Post-Syn Area = 0.00369 mm^2
Overflow after GRT = 0
dpl hpwl = 4560 um
design area = 0.00432 mm^2
maximum vdd drop = 370 uV
Synth top cells by count = 64 x edfxtp_1, 17 x dfrtp_1, 16 x xnor2_1
routed wire length = 6660 um
final slew viol count = 0
Pwr Total = 3.31 mW
clk sinks = 82
CP max stage delay = 0.54 ns
Max FO, Critical Path = 13
DP Cell Count = 352
Cell Chain, Critical Path = buf_4, mux4_1, mux2_4, clkdlybuf4s50_1
DIE AREA = 0.00774 mm^2
clock skew = 0.00572 ns
PwrDens = 766 mW/mm^2
Slew headroom = 50.7%
Hold Crit Class = reg2reg
I/O Buffers = 29
Die Y = 88.0 um
Setup WS post-layout = 0.746 ns
Clock power frac = 20.0%
post_cts resized = 0
RSZ-0062 raised after global routing = false
CTS root buffer = clkbuf_8
R2R setup slack = 1.65 ns
Fin Setup TNS = 0 ns
arrival time worst endpoint = 2.21 ns
Dominant flop cell = edfxtp_1
register area share after synthesis = 64.3%
crit path max-delay cell type = dfrtp_1
clock transition at the registers of the reported paths = 0.08 ns
number of vias per cell = 5.45
Worst-Margin Slew = 0.731 ns
Area Overhead vs Synth = 16.9%
top cell type's share of synthesized area = 52.0%
layout cells sized above 1 = 19.9%
dpl ws = 1.09 ns
top-level I/O count = 30
Die X = 88.0 um
Core ar. = 0.00698 mm^2
average cell area after synthesis = 16.4 um^2
CTS tree = yes
clk buf depth = 2
GRT Total Usage = 20.6%
# DRC = 0
Cell Rows = 30
Sw Share = 31.8%
Num CTS Buffers = 9
Post-synth ARST share = 22.0%
largest net degree at the start of global routing = 19
Reg power frac = 42.0%
vias after detailed routing = 2007
Yosys warnings = 1
Yosys top cell by area = edfxtp_1
initial antenna violation count = 0
Ant. Diodes = 0
WS Path Type = reg2out
hold buffers post-CTS = 0
Post-synth EDFFs = 64
first drt pass iteration count = 4
sequential standard cell area = 0.00237 mm^2
Late-Pin Clk Latency = 0.35 ns
crit start category = flip-flop
Synth Register Bits = 82
Setup Viol. Count Final = 0
Antenna Nets Post-Route = 0
CP top delay family = buffers and inverters
Top area cell types = edfxtp_1 52%, dfrtp_1 12%, mux4_1 5.7%
Buf/Inv on CP = 2
fp_density = 52.9%
H-tree depth = 3
yosys cell count = 225
Comb pwr share = 38.1%
Mapped Cells = 225
P_sw = 1.05 mW
# fillers = 545
multi-input logic area = 0.00122 mm^2
final cycle utilization of the critical path = 79.8%
Max-Cap Viols = 0
Leak Pwr = 1.53 nW
min Tclk post-route = 2.95 ns
fmax = 339 MHz
postcts setup bufs = 0
CP required = 2.96 ns
first-pass GRT wire length = 10600 um
Fin. Hold Viols = 0
tool warnings = 25
WL/cell = 18.1 um
yosys stat area = 0.00369 mm^2
DP Area = 0.00411 mm^2
critical path endpoint category = output port
distinct lib cells = 43
==> layout by cell type (no fill, tap or decap), drive strengths merged, types with 2 or more instances in the layout <==
cell,n
o21ai,9
nor3b,3
nand3,10
nor2b,2
clkbuf,9
and3,2
clkdlybuf4s50,29
dfrtp,17
buf,12
or3,2
inv,9
edfxtp,64
nor2,12
mux4,16
or2,3
nor3,5
xnor2,16
ha,2
xor2,13
nand2b,2
nand2,11
mux2,9
==> path summary, 6_finish.rpt <==
| kind | startpoint | to | cells after the start |
|---|---|---|---|
| worst max-delay path | curr_rd_addr[1] | rd_data_out[1] | 4 |
| worst min-delay path | curr_wr_addr[7] | curr_wr_addr[7] | 1 |
| worst max register to register | curr_rd_addr[1] | fifo_empty | 7 |
| worst min register to register | curr_wr_addr[7] | curr_wr_addr[7] | 1 |
| max in group asynchronous | rst | curr_rd_addr[0] | 2 |
| min in group asynchronous | rst | curr_wr_addr[4] | 2 |
==> layer usage <==
layer | vias to the layer above | wire, um | GRT usage [%]
li1 | 943 | - | -
met1 | 955 | 2760 | 32.9
met2 | 92 | 3050 | 29.3
met3 | 17 | 688 | 9.26
met4 | 0 | 155 | 4.17
met5 | - | 0 | 0
==> sequential cells by signal, indices dropped and copies added, names as in the netlist <==
name and flops:
mem 64, fifo_empty 1, fifo_full 1, curr_wr_addr 8
curr_rd_addr 8
==> per-stage QoR <==
stage,hold WS (ns),utilization (%)
3_3_place_gp,0.479,58.9
3_5_place_dp,0.487,58.9
6_report,0.497,61.8
4_1_cts,0.499,61.8
2_1_floorplan,0.461,-
5_1_grt,0.513,61.8
==> final cells by class <==
type | count | area share [%]
Tap cell | 96 | 2.78
Multi-Input combinational cell | 128 | 28.2
Clock inverter | 7 | 1.94
Inverter | 5 | 0.435
Clock buffer | 9 | 2.87
Timing Repair Buffer | 41 | 8.81
Sequential cell | 82 | 55.0
==> worst reg2reg max path: cells and delay by family, from the launching register on <==
family,cells,cell delay (ns)
buffers and inverters,1,0.27
AND/OR/NAND/NOR,2,0.30
AND-OR/OR-AND,3,0.65
flip-flops,1,0.50
adder cells (fa/ha/maj),1,0.24
==> power groups by stage <==
stage                 clock network [mW]  logic [mW]  registers, mW
after global routing               0.723        1.38           1.42
final                              0.661        1.26           1.39
after CTS                          0.678        1.28           1.39
==> cells by family (layout without fill, tap and decap cells) <==
group                    after synthesis  after routing  share of synthesized area [%]
adder cells (fa/ha/maj)                2              2                          0.677
AND-OR/OR-AND                         18             18                           3.29
XOR/XNOR                              29             29                           6.88
AND/OR/NAND/NOR                       54             54                           7.99
flip-flops                            82             82                           64.3
buffers and inverters                 15             62                           2.78
multiplexers                          25             25                           14.1
Power is estimated from default activity; no workload was simulated.
