File: config.mk
export PLATFORM = sky130hd
export DESIGN_NAME = uart_receiver
export DESIGN_NICKNAME = uart_receiver
export VERILOG_FILES = /design/flow/design.v
export SDC_FILE = /design/flow/constraint.sdc
export NUM_CORES = 4
export LEC_CHECK = 1
export CORE_AREA = 10 10 84 84
export DIE_AREA = 0 0 94 94
File: run.sh
#!/bin/bash
# OpenROAD 26Q1-2900-gdf79404cd8, Yosys 0.63+post, stock flow scripts
make -C /OpenROAD-flow-scripts/flow DESIGN_CONFIG=/design/flow/config.mk WORK_HOME=/design/flow/orfs finish
File: design.v
`timescale 1ns / 1ps
module uart_receiver #(parameter DATA_BITS = 8, STOP_TICK = 16)  
    (
    input clk, rst,
    input rx_data,
    input sample_tick,
    output [DATA_BITS-1:0] data_out,
    output reg data_ready
    );
    localparam [1:0] idle  = 2'b00,
                     start = 2'b01,
                     data  = 2'b10,
                     stop  = 2'b11;
    reg [1:0] state, state_next;             
    reg [3:0] tick_reg, tick_next;           
    reg [2:0] nbits_reg, nbits_next;         
    reg [DATA_BITS-1:0] data_reg, data_next; 
    always @(posedge clk or posedge rst) begin
        if (rst) begin
            state     <= idle;
            tick_reg  <= 0;
            nbits_reg <= 0;
            data_reg  <= 0;
        end
        else begin
            state     <= state_next;
            tick_reg  <= tick_next;
            nbits_reg <= nbits_next;
            data_reg  <= data_next;
        end
    end
    always @ (state, rx_data, sample_tick, tick_reg) begin
        state_next = state;     
        tick_next  = tick_reg;
        nbits_next = nbits_reg;
        data_next  = data_reg;
        data_ready = 1'b0;
        case (state)
            idle :
                if(rx_data == 0) begin  
                    state_next = start;
                    tick_next  = 0;
                end 
            start:
                if (sample_tick) begin
                    if(tick_reg == 7) begin      
                        state_next = data;
                        tick_next  = 0;
                        nbits_next = 0;
                    end
                    else tick_next  = tick_reg+1;
                end
            data :
                if(sample_tick) begin
                    if(tick_reg == 15) begin         
                        tick_next  = 0;
                        data_next  = {rx_data, data_reg[DATA_BITS-1:1]};     
                        if(nbits_reg == (DATA_BITS-1))       
                            state_next = stop;
                        else
                            nbits_next = nbits_reg+1;        
                    end
                    else tick_next  = tick_reg+1;            
                end
            stop :
                if (sample_tick) begin
                    if(tick_reg == (STOP_TICK-1)) begin      
                        state_next = idle;
                        data_ready = 1'b1;
                    end
                    else tick_next  = tick_reg+1;
                end
        endcase
    end
    assign data_out = data_reg;
endmodule
File: constraint.sdc
current_design uart_receiver

set clk_period 2.4
set clk_io_pct 0.2

create_clock -name clk0 -period $clk_period [get_ports {clk}]

set non_clock_inputs [all_inputs -no_clocks]
set_input_delay [expr $clk_period * $clk_io_pct] -clock clk0 $non_clock_inputs
set_output_delay [expr $clk_period * $clk_io_pct] -clock clk0 [all_outputs]
==> metrics.cfg <==
[place]
place.gp.congestion = 0.7904
dpl.hpwl_mm = 1.336
port_buffers = 12

[yosys]
ys_area_um2 = 947.2
yosysWarnings = 1
edf_count = 0
netlist.top_cell.by_area = dfrtp_1
synth-main-ff-cell = dfrtp_1
ys_seq_share = 0.5033
synthArstFlopShare = 1.000
syn_area_per_cell_um2 = 11.28
yosysUniqueCellTypes = 24
yosys_register_bits = 19
yosys_cells = 84
top_area_frac = 0.4756
netlist_area_um2 = 947.2
syn_inst = 84
most_common_cell = dfrtp_1
top_cells_by_count = dfrtp_1, mux2_2, nand2_1
synthTopCellsByArea = dfrtp_1, mux2_2, ha_1

[outcome]
status = finished, final reports clean

[worst_hold_path]
hold_path_class = flip-flop to flip-flop

[setup_path]
critPathBufInv = 2
critPathRequiredTime_ns = 1.92
arrival_ns = 1.84
path_delay_family = buffers and inverters
crit_path_start_kind = input pin
critical_path.endpoint_type = primary output
crit_fanout = 3
crit_path_cell_trace = clkdlybuf4s50_1 > and3_1 > and3_1 > clkdlybuf4s50_1
crit_type = input pin to primary output
cp_slowest_cell = clkdlybuf4s50_1
crit_path_max_incr_delay_ns = 0.51

[cts]
cts_buffer_depth = 2
cts_buffers = 3
cts_resized = 0
post-cts-setup-buffer-count = 0
cts-root-buf = clkbuf_8
htree_levels = 1
postCtsHoldBufs = 0
clkTransAtPathRegs_ns = 0.07
insertion_delay_ns = 0.25
cts.sink_count = 19
cts_tree = yes

[power]
p_sw_uw = 329.6
p_leak_uw = 0.0005371
combPwrFrac = 0.320
power_switching_share = 0.2873
ir_worst_vdd_v = 0.0003815
power_frac_clock = 0.193
internal_power_uw = 817.7
seq_power_share = 0.487
fin_total_pwr_uw = 1147
power.density_mw_per_mm2 = 941.4

[grt]
grt_pass1_vias = 701
grt.total_usage = 0.04235
grt-ovfl-total = 0
grt_max_degree = 20
antenna_found_initial = 0
grt_pass1_wl_mm = 3.180

[timing]
tns_ns = 0
fmax_ghz = 0.4301
min_period_over_period = 0.9687
rsz0062_at_grt = false
slew_violations = 0
finalSetupViolations = 0
worstMarginPinSlew_ns = 0.3918
final.min_clock_period_ns = 2.325
relSlewSlack = 0.7388
fin_skew_ns = 0.001029
hold_viol_final = 0

[die]
io_pins = 13
placement_rows = 26
die_x_um = 94
fp_util = 0.1820
die_h_um = 94
coreArea_mm2 = 0.005205
chipArea_mm2 = 0.008836

[drt]
postRouteAntennaNets = 0
routed_wl_mm = 1.823
vias = 662
post_drt_wl_per_cell_um = 10.66
firstDrtPassIters = 3
drc = 0
vias_per_cell = 3.871
drt-initial-drc-count = 2
n_antenna_cell = 0

[layout]
n_fill_cell = 572
largest_register_ff_count = 8
final_layout_size_suffix_gt1_frac = 0.2178
synthToLayoutAreaGrowth_pct = 28.67

[flow_run]
openroad.warnings = 25
cap_viol_max_count = 0

per-stage QoR:
stage	setup WS (ns)	utilization	hold WS (ns)	instances	area, um^2
CTS	0.07161	0.2341	0.5222	171	1219
finish	0.07504	0.2341	0.5154	171	1219
global route	0.03900	0.2341	0.5451	171	1219
global placement	0.1091	0.2255	0.4938	167	1174
detailed placement	0.08498	0.2255	0.5055	167	1174
floorplan	0.5817	-	0.4304	84	947.2
power groups by stage:
stage | sequential (uW) | clock (uW) | combinational, uW
4_1_cts | 557 | 233 | 379
5_1_grt | 581 | 251 | 425
6_report | 558 | 222 | 367
layout by cell type (no fill, tap or decap):
master / synthesis / final
a2111oi_4: 1 / 1
a21o_1: 2 / 2
a21oi_1: 6 / 6
a22o_1: 1 / 1
and2b_1: 1 / 1
and3_1: 4 / 4
buf_4: 1 / 5
clkbuf_1: 3 / 1
clkbuf_8: 0 / 3
clkdlybuf4s50_1: 0 / 12
dfrtp_1: 18 / 18
dfstp_2: 1 / 1
ha_1: 3 / 3
inv_1: 6 / 6
mux2_2: 11 / 11
mux2i_1: 2 / 2
nand2_1: 9 / 9
nand4_1: 2 / 2
nand4_2: 1 / 1
nor2b_1: 1 / 1
nor3_1: 1 / 1
o211ai_1: 1 / 1
o21a_1: 2 / 2
o21ai_0: 3 / 3
o22ai_1: 3 / 3
o31ai_1: 1 / 1
area by class of cell:
cell class	instances	area, um^2	share of cell area
Inverter	6	22.52	0.01848
Multi-Input combinational cell	55	429.2	0.3522
Tap cell	70	87.58	0.07187
Timing Repair Buffer	17	157.7	0.1294
Sequential cell	19	476.7	0.3912
Clock buffer	4	45.04	0.03696
path summary, 6_finish.rpt:
path                             start  depth (start not counted)           to  slack, ns
setup / recovery           sample_tick                          4   data_ready       0.08
min in group asynchronous          rst                          3  data_reg[0]       0.55
hold / removal             data_reg[0]                          1  data_reg[0]       0.52
hold reg to reg            data_reg[0]                          1  data_reg[0]       0.52
max in group asynchronous          rst                          3     state[0]       1.59
setup reg to reg           tick_reg[0]                          5  data_reg[1]       0.49
layer usage:
| layer | vias to the layer above | global-route usage | wire, um |
|---|---|---|---|
| met5 | - | 0 | 0 |
| met2 | 7 | 0.06855 | 844 |
| met1 | 316 | 0.05500 | 874 |
| li1 | 337 | - | - |
| met3 | 2 | 0.009693 | 62 |
| met4 | 0 | 0.01266 | 41 |
logic make-up after synthesis:
logic type	count (synthesis)	share of synthesized area
adder cells (fa/ha/maj)	3	0.03963
multiplexers	13	0.1519
flip-flops	19	0.5033
AND/OR/NAND/NOR	19	0.1083
AND-OR/OR-AND	20	0.1532
buffers and inverters	10	0.04359
Power and IR drop assume default switching activity.
