==> design.v <==
`timescale 1ns / 1ps
module gest_add #(
    parameter N=8,
    ADDR= $clog2(N+1)
)(
    input wire clk, rst,
    input wire weA, weB,
    input wire [2:0] Seq,
    output reg [ADDR-1:0] addr_rA, addr_rB
);
    reg [ADDR-1:0] addr_rA_next, addr_rB_next;
    always @ (posedge clk or posedge rst) begin 
        if (rst) begin 
            addr_rA <= 0;  
            addr_rB <= 0;  
        end else begin
            addr_rA <= addr_rA_next;  
            addr_rB <= addr_rB_next;  
        end
    end
    always @(Seq) begin
        if (Seq && weA) 
            addr_rA_next = addr_rA + 1;
        else 
            addr_rA_next = addr_rA;
    end
    always @(Seq,weB) begin
        if ( Seq && weB) 
            addr_rB_next = addr_rB + 1;
        else 
            addr_rB_next = addr_rB;
    end
endmodule
==> run.sh <==
#!/bin/bash
# OpenROAD 26Q1-2900-gdf79404cd8, Yosys 0.63+post, stock flow scripts
make -C /OpenROAD-flow-scripts/flow DESIGN_CONFIG=/design/flow/config.mk WORK_HOME=/design/flow/orfs finish
==> config.mk <==
export PLATFORM = sky130hd
export DESIGN_NAME = gest_add
export DESIGN_NICKNAME = gest_add
export VERILOG_FILES = /design/flow/design.v
export SDC_FILE = /design/flow/constraint.sdc
export NUM_CORES = 4
export LEC_CHECK = 1
export CORE_AREA = 10 10 70 70
export DIE_AREA = 0 0 80 80
==> constraint.sdc <==
current_design gest_add

set clk_period 1.4
set clk_io_pct 0.2

create_clock -name clk0 -period $clk_period [get_ports {clk}]

set non_clock_inputs [all_inputs -no_clocks]
set_input_delay [expr $clk_period * $clk_io_pct] -clock clk0 $non_clock_inputs
set_output_delay [expr $clk_period * $clk_io_pct] -clock clk0 [all_outputs]
==> job_summary.md <==
## PnR job results

| Metric | Value |
|---|---|
| Status | completed |
| Share of cells above drive strength 1 | 36.2% |
| Hold buffers post-CTS | 0 |
| Yosys warnings | 1 |
| Grt ovf | 0 |
| Worst hold path class | in -> async |
| Leak | 0.000352 µW |
| Clock tree buffer depth | 2 |
| First-pass GRT wire length | 1560 µm |
| GP Congestion | 0.743 |
| Root Buffer | clkbuf_4 |
| Worst skew pair latency | 0.25 ns |
| Top logic family | simple AND/OR/NAND/NOR gates |
| DR vias | 313 |
| Mux area share | 7.95% |
| Final setup viols | 0 |
| R2R depth | 4 |
| Synth Area in Compound Gates | 0% |
| Design Power | 1330 µW |
| Post-synth top area cell | dfrtp_1 |
| Synth Seq Share | 53.0% |
| CTS tree | done |
| Combined global-route utilization of all metal layers | 3.02% |
| Actual slew at the worst max-slew pin | 0.296 ns |
| Die Y | 80 µm |
| Vias in the first global route | 327 |
| CP Capture Type | flop |
| Post-synth regs | 8 |
| Final instance area | 708 µm² |
| Fin crit period | 1.35 ns |
| DRT Pass-1 Iters | 3 |
| RSZ-0062 raised after global routing | no |
| Port-buffer cells | 14 |
| CP Launch Type | primary input |
| Avg Inst Size Synth | 13.0 µm² |
| Max_slew headroom | 80.2% |
| Post-Syn Instances | 29 |
| Clock sinks | 8 |
| Placed Instances | 91 |
| Site Rows | 21 |
| Largest net degree at the start of global routing | 9 |
| Die footprint | 6400 µm² |
| Ports | 15 |
| Distinct lib cells | 10 |
| Worst-path clk slew | 0.05 ns |
| Xor-xnor portion of the synthesized cell area | 13.9% |
| Worst-path fanout max | 4 |
| Final Skew | 0.000118 ns |
| Reg2Reg Setup Slack | 0.10 ns |
| Maxcap violations | 0 |
| Fin. Hold Viols | 0 |
| DR WL/cell | 9.32 µm |
| Syn-to-layout area delta | 87.4% |
| Final std cells w/o fill | 104 |
| Fmax | 739 MHz |
| Slew Viols, Final | 0 |
| RR Endpoint | addr_rB[1] |
| Cells in synth_stat.txt | 29 |
| Fillers | 366 |
| Die width | 80 µm |
| Met3 WL | 38 µm |
| Final period util | 96.7% |
| Yosys Chip Area | 378 µm² |
| DRT iter0 DRCs | 17 |
| FA/HA/MAJ Cells, Area Fraction | 6.62% |
| Post-Syn Area | 378 µm² |
| Core area | 3420 µm² |
| Met1 wire length | 452 µm |
| Placed cell area | 593 µm² |
| PwrDens | 1870 nW/µm² |
| Highest routed layer | met4 |
| OpenROAD warning count | 25 |
| Crit Path Category | in -> reg |
| WL final | 969 µm |
| Req. time, crit path | 1.54 ns |
| Peak supply drop | 0.000291 V |
| Synth top area share | 53.0% |
| Met2 WL | 412 µm |
| R2R Path Start | addr_rB[0] |
| Diodes inserted | 0 |
| Num CTS Buffers | 3 |
| Via density | 3.01 |
| ANT nets after route | 0 |
| WP data arrival | 1.50 ns |
| Max H-tree Level | 1 |
| Antenna violations before repair | 0 |
| Initial core utilization | 11.1% |
| Simple-Gate Area Share | 16.2% |
| # DRC | 0 |
| Post-synth area hogs | dfrtp_1 53%, xnor2_1 14%, mux2_4 7.9% |
where the power goes:
part / switching, µW / total, µW / internal (µW)
combinational: 210 / 741 / 531
sequential: 56.0 / 410 / 354
clock: 78.5 / 177 / 98.1
sequential cells by signal, summed over array words and instances, names as in the netlist:
signal   count
addr_rB      4
addr_rA      4
metal layers:
layer | global-route usage, % | up-vias
li1 | - | 157
met1 | 4.18 | 138
met2 | 4.25 | 13
met3 | 0.568 | 5
met4 | 1.76 | 0
met5 | 0 | -
cells by family after synthesis:
| kind of cell | Yosys count |
|---|---|
| buffers and inverters | 2 |
| and+or+nand+nor | 9 |
| muxes | 2 |
| adders and majority gates | 2 |
| xor gates and xnor gates | 6 |
| DFF | 8 |
cell usage after synthesis:
cell type	number
buf_2	1
dfrtp_1	8
ha_1	2
nand2_4	2
and3_1	2
mux2_4	2
or3_1	1
nand3_1	4
inv_1	1
xnor2_1	6
cells in the final DEF (no fill, tap or decap):
| master | netlist | layout |
|---|---|---|
| buf_4 | 0 | 13 |
| clkdlybuf4s50_1 | 0 | 9 |
| dfrtp_1 | 8 | 8 |
| xnor2_1 | 6 | 6 |
| dlymetal6s2s_1 | 0 | 5 |
| nand3_1 | 4 | 4 |
| clkbuf_4 | 0 | 3 |
| and3_1 | 2 | 2 |
| nand2_4 | 2 | 2 |
| mux2_4 | 2 | 2 |
| ha_1 | 2 | 2 |
| or3_4 | 0 | 1 |
| inv_1 | 1 | 1 |
how the worst max path moves through the flow:
stage | startpoint | to | slack, ns | depth (start not counted)
final | Seq[1] | addr_rB[1] | 0.05 | 4
after global routing | addr_rA[1] | addr_rA[1] | 0.0007 | 1
after CTS | addr_rA[3] | addr_rA[3] | 0.007 | 1
cell type report:
| type | instances | area, µm² | share of cell area (%) |
|---|---|---|---|
| multi-input cells | 19 | 174 | 24.6 |
| inverters | 1 | 3.75 | 0.530 |
| well taps | 46 | 57.6 | 8.13 |
| clock buffers | 3 | 22.5 | 3.18 |
| repair buffers | 27 | 250 | 35.3 |
| flip-flops and latches | 8 | 200 | 28.3 |
metrics by stage:
step	setup slack, ns	utilization, %	hold slack [ns]	TNS [ns]
global route	0.000703	20.7	0.306	0
floorplan	0.117	-	0.0957	0
CTS	0.00664	19.5	0.282	0
global placement	-0.295	17.4	0.462	-1.72
finish	0.0466	20.7	0.274	0
detailed placement	-0.322	17.4	0.471	-1.93
critical path: stages:
cell and delay, ns:
clkdlybuf4s50_1 0.40, or3_4 0.43, nand2_4 0.09, mux2_4 0.29
timing repair:
item | 4_1_cts | 5_1_grt
buffers inserted | 6 | 4
gates resized | 1 | 5
gates cloned | 0 | 0
hold endpoints to repair | 0 | 0
endpoints found under the setup margin | 8 | 7
Power and IR drop assume default switching activity.
