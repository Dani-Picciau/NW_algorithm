## flow/design.v

```verilog
`timescale 1ns / 1ps
module fifo_tx #(parameter DATA_SIZE = 8, ADDR_SIZE_EXP = 4)(
    input  clk, rst,
    input  rd_from_fifo, wr_to_fifo,
    input  [DATA_SIZE-1:0] wr_data_in,
    output [DATA_SIZE-1:0] rd_data_out,
    output empty, full
    );
    reg [DATA_SIZE-1:0] mem [2**ADDR_SIZE_EXP-1:0];
    reg [ADDR_SIZE_EXP-1:0] curr_wr_addr, curr_wr_addr_buff, next_wr_addr;
    reg [ADDR_SIZE_EXP-1:0] curr_rd_addr, curr_rd_addr_buff, next_rd_addr;
    reg fifo_full, fifo_empty, full_buff, empty_buff;
    wire write_en;
    always @(posedge clk)
        if(write_en) mem[curr_wr_addr] <= wr_data_in;
    assign rd_data_out = mem[curr_rd_addr];   
    assign write_en = wr_to_fifo & (~fifo_full);
    always @(posedge clk or posedge rst)
        if (rst) begin
            curr_wr_addr <= 0;
            curr_rd_addr <= 0;
            fifo_full    <= 1'b0;  
            fifo_empty   <= 1'b1;  
        end
        else begin
            curr_wr_addr <= curr_wr_addr_buff;
            curr_rd_addr <= curr_rd_addr_buff;
            fifo_full    <= full_buff; 
            fifo_empty   <= empty_buff;
        end
    always @ (curr_wr_addr, curr_rd_addr, fifo_full, fifo_empty, wr_to_fifo, rd_from_fifo) begin
        next_wr_addr = curr_wr_addr + 1;
        next_rd_addr = curr_rd_addr + 1;
		curr_wr_addr_buff = curr_wr_addr;
		curr_rd_addr_buff = curr_rd_addr;
		full_buff  = fifo_full;
		empty_buff = fifo_empty;
		case({wr_to_fifo, rd_from_fifo})
		  2'b01:  
		      if(~fifo_empty) begin                    
		          curr_rd_addr_buff = next_rd_addr;
		          full_buff = 1'b0;                    
		          if(next_rd_addr == curr_wr_addr)     
		              empty_buff = 1'b1; 
		      end
		  2'b10:  
		      if(~fifo_full) begin                      
		          curr_wr_addr_buff = next_wr_addr;
		          empty_buff = 1'b0;                    
		          if(next_wr_addr == curr_rd_addr)      
		              full_buff = 1'b1; 
		      end
		  2'b11:  
		      begin
		      curr_wr_addr_buff = next_wr_addr;
		      curr_rd_addr_buff = next_rd_addr;
		      end
		endcase
    end
    assign full  = fifo_full;
    assign empty = fifo_empty;
endmodule
```

## flow/run.sh

```bash
#!/bin/bash
# OpenROAD 26Q1-2900-gdf79404cd8, Yosys 0.63+post, stock flow scripts
make -C /OpenROAD-flow-scripts/flow DESIGN_CONFIG=/design/flow/config.mk WORK_HOME=/design/flow/orfs finish
```

## flow/config.mk

```make
export PLATFORM = sky130hd
export DESIGN_NAME = fifo_tx
export DESIGN_NICKNAME = fifo_tx
export VERILOG_FILES = /design/flow/design.v
export SDC_FILE = /design/flow/constraint.sdc
export NUM_CORES = 4
export LEC_CHECK = 1
export CORE_UTILIZATION = 50
```

## flow/constraint.sdc

```tcl
current_design fifo_tx

set clk_period 6.4
set clk_io_pct 0.2

create_clock -name clk0 -period $clk_period [get_ports {clk}]

set non_clock_inputs [all_inputs -no_clocks]
set_input_delay [expr $clk_period * $clk_io_pct] -clock clk0 $non_clock_inputs
set_output_delay [expr $clk_period * $clk_io_pct] -clock clk0 [all_outputs]
```

==> flow_metrics.tcl <==
# collected from the flow reports
set metrics [dict create \
    ys.flops 138 \
    ys_area_sq_um 5630 \
    grt_pass1_wl_microns 16000 \
    drive_gt1_share_pct 23.1 \
    synth_area_per_cell_sq_um 19.0 \
    slew_headroom_pct 40.0 \
    fin_crit_sh_pct 67.3 \
    grt_overflow_total 0 \
    yosys_warnings 1 \
    grt.total_usage_pct 21.7 \
    seqCellArea_sq_um 4100 \
    cts_resized 0 \
    area_growth_pct 17.5 \
    core_sq_um 10900 \
    dr.pass1.iters 4 \
    worstPathMaxFanout 18 \
    topCellsByArea "edfxtp_1, mux4_2, dfrtp_1" \
    hold_violations 0 \
    power_density_nw_per_um2 453 \
    routabilityCongestion 0.800 \
    die_h_microns 108 \
    ir_worst_vdd_mv 0.442 \
    rsz0062_at_grt "false" \
    n_antenna_cell 0 \
    status "completed" \
    openroad.warnings 28 \
    cap_violations 0 \
    dr_total_vias 2712 \
    drt_wl_total_microns 10300 \
    clk_pin_slew_ns 0.06 \
    synth_area_sq_um 5630 \
    io_buffers 21 \
    cp.required_ns 5.12 \
    placed_cell_area_sq_um 6050 \
    drv_slew 0 \
    final_area_sq_um 6620 \
    drc 0 \
    post-place-ws_ns 2.57 \
    cts-root-buf "clkbuf_8" \
    grt_max_degree 38 \
    combGateArea_sq_um 1400 \
    rows 38 \
    yosys.stat.seqShare_pct 72.7 \
    io_pins 22 \
    fin_skew_ns 0.00862 \
    fill_cells 779 \
    synth.top_cell.area_share_pct 68.2 \
    synthCells 296 \
    min_period_ns 4.31 \
    drtIter0Drc 137 \
    setup_slack_ns 2.09 \
    path_class "flip-flop to output port" \
    hpwl_microns 6700 \
    postLayoutCoreUtil_pct 60.8 \
    antenna_found_initial 0 \
    yosys_cells 296 \
    cts_sinks 138 \
    cp-end-kind "output port" \
    clk_latency_ns 0.50 \
    cts_tree "yes" \
    worst_pin_slew_ns 0.893 \
    timing.fmax_mhz 232 \
    htree_levels 4 \
    leakagePower_nw 2.22 \
    hold_path.class "flip-flop to flip-flop" \
    chipArea_sq_um 11700 \
    antenna_left 0 \
    post_drt_wl_per_cell_microns 20.9 \
    fp_util_pct 51.7 \
    post_cts_buffers 0 \
    avgViaCountPerCell 5.52 \
    critical_path_arrival_ns 3.03 \
    yosysTopAreaCell "edfxtp_1" \
    finalSetupTns_ns 0 \
    setup_violations 0 \
    cp-start-kind "flip-flop" \
    die_x_microns 108 \
    grt_pass1_vias 2951 \
    cts_made_buffers 17 \
    p_total_mw 3.00 \
    cts_hold_buffers 0 \
    ys_types 32 \
    ctsLongestPathBuffers 2 \
]
[worst max-delay path, cell delays in order (launching register included)]
cell and delay (ns):
dfrtp_1 0.63, buf_4 0.40, mux4_2 0.53, nor2b_1 0.14, a211oi_1 0.26, a21oi_1 0.10, clkdlybuf4s50_1 0.45
[cell families after synthesis]
group | count (synthesis) | synth area share [%]
buf+inv | 23 | 2.49
fa+ha+maj | 5 | 1.11
flops | 138 | 72.7
compound gates | 24 | 2.80
mux | 44 | 14.6
simple gates | 47 | 3.98
xor+xnor | 15 | 2.33
[per-stage QoR]
step	cells	hold WS, ns
6_report	491	0.516
4_1_cts	491	0.516
2_1_floorplan	296	0.475
5_1_grt	491	0.532
3_3_place_gp	461	0.504
3_5_place_dp	461	0.507
[placed cells by master, fill, tap and decap left out, types with 4 or more instances in the layout]
cell	synthesis	layout
edfxtp_1	128	128
mux4_2	29	29
clkdlybuf4s50_1	0	21
nor2_1	19	19
buf_4	2	19
clkbuf_16	0	16
mux2i_1	12	12
nor2b_1	9	9
inv_1	8	8
xnor2_1	8	8
nand2_1	8	8
dfrtp_1	9	8
xor2_1	7	7
a21oi_1	6	6
nand2b_1	6	6
a211oi_1	5	5
ha_1	5	5
o21ai_1	4	4
[flip-flops by register name, indices dropped and copies added (netlist names)]
signal        cells
fifo_full         1
fifo_empty        1
mem             128
curr_rd_addr      4
curr_wr_addr      4
[final timing paths]
kind                                 start               to  slack (ns)  depth (start not counted)
max reg2reg                      fifo_full        mem[2][3]        4.13                          4
min                             fifo_empty       fifo_empty        0.52                          2
min reg2reg                     fifo_empty       fifo_empty        0.52                          2
min in group asynchronous              rst        fifo_full        1.06                          2
max in group asynchronous              rst  curr_rd_addr[0]        5.01                          2
max                        curr_rd_addr[1]   rd_data_out[4]        2.09                          6
[layout make-up]
| cell class | instances | share of cell area, % |
|---|---|---|
| clock inverters | 13 | 2.31 |
| well taps | 140 | 2.65 |
| flip-flops and latches | 138 | 61.9 |
| multi-input cells | 135 | 21.1 |
| clock buffers | 17 | 6.26 |
| inverters | 8 | 0.454 |
| repair buffers | 40 | 5.33 |
[where the power goes]
part	internal, mW	switching (mW)
logic	0.468	0.389
registers	1.10	0.117
clock network	0.585	0.339
total	2.15	0.845
[cells in the mapped netlist]
master,count
nand2_1,8
xnor2_1,8
o21ai_0,2
dfrtp_1,9
nand3_1,2
buf_6,3
ha_1,5
a22oi_1,2
a21oi_1,6
edfxtp_1,128
a211oi_2,1
a211oi_1,5
mux4_1,1
mux2_2,2
nand2b_1,6
o31ai_1,2
nor2b_1,9
dfstp_2,1
inv_1,8
nor2_1,19
nand4b_1,1
a32oi_1,2
buf_1,1
buf_12,1
o21ai_1,4
buf_4,2
xor2_1,7
mux4_2,29
mux2i_1,12
clkbuf_1,2
buf_2,6
nor3_1,2
[metal layers]
metal | track usage [%] | wire, microns | vias up
met5 | 0 | 0 | -
met4 | 2.54 | 136 | 0
li1 | - | - | 1258
met3 | 10.7 | 1020 | 9
met2 | 33.1 | 5100 | 112
met1 | 33.0 | 4040 | 1333
Power and IR drop assume default switching activity.
